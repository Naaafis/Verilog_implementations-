`/design/flow/config.mk`:
```
export PLATFORM = sky130hd
export DESIGN_NAME = MooreState
export DESIGN_NICKNAME = MooreState
export VERILOG_FILES = /design/flow/design.v
export SDC_FILE = /design/flow/constraint.sdc
export NUM_CORES = 4
export LEC_CHECK = 1
export CORE_AREA = 10 10 70 70
export DIE_AREA = 0 0 80 80
```
`/design/flow/constraint.sdc`:
```
current_design MooreState

set clk_period 1.2
set clk_io_pct 0.2

create_clock -name clk0 -period $clk_period [get_ports {clock}]

set non_clock_inputs [all_inputs -no_clocks]
set_input_delay [expr $clk_period * $clk_io_pct] -clock clk0 $non_clock_inputs
set_output_delay [expr $clk_period * $clk_io_pct] -clock clk0 [all_outputs]
```
`/design/flow/design.v`:
```
`timescale 1ns / 1ps
module MooreState(clock, reset, ain, aout, state);
    input [1:0] ain;
    input reset, clock;
    output reg aout;
    output reg [1:0] state;
    always @(posedge clock or posedge reset)
    begin
        if (reset == 1'b1)
            begin
                state <= 2'b01;
            end
        else
            begin
                case(ain)
                    2'b01: state <= 2'b01;
                    2'b10: state <= 2'b10;
                    2'b11: state <= 2'b11; 
                endcase
                case(state)
                    2'b01:  
                        if(ain == 2'b00)
                        begin
                            aout <= 0;
                        end
                        else
                        begin 
                            aout <= aout;
                        end
                    2'b10:  
                        if(ain == 2'b00)
                        begin
                            aout <= ~aout;
                        end
                        else
                        begin 
                            aout <= aout;
                        end
                    2'b11:  
                        if(ain == 2'b00)
                        begin
                            aout <= 1;
                        end
                        else
                        begin 
                            aout <= aout;
                        end
                endcase
            end
    end
endmodule
```
`/design/flow/run.sh`:
```
#!/bin/bash
# OpenROAD 26Q1-2900-gdf79404cd8, Yosys 0.63+post, stock flow scripts
make -C /OpenROAD-flow-scripts/flow DESIGN_CONFIG=/design/flow/config.mk WORK_HOME=/design/flow/orfs finish
```
==> impl_metrics.yaml <==
# yosys + openroad results
run_status:
  status: "finished, final reports clean"
timing:
  clock.fmax_ghz: 0.861
  finClkSkew_ns: 0.00147
  fin_hold_ws_ns: 0.228
  rsz0062_at_grt: "false"
  hold_viol_final: 0
  min_period_over_period_pct: 96.7
  setup_viol: 0
  drv_slew: 0
  slew_headroom_pct: 85.3
  fin_tns_setup_ns: 0
  tightest_slew_ns: 0.218
  fin_crit_ns: 1.16
place:
  placement.io_buffers: 6
  place_hpwl_um: 373
  place_congestion: 0.635
critical_path:
  cp.arrival_ns: 0.92
  startpoint: "state[0]$_DFFE_PP1P_"
  r2r_cells: 3
  critPathMaxStageDelay_ns: 0.52
  regToRegSetupSlack_ns: 0.07
  worstSetupStartpointType: "flip-flop"
  reg2reg_from: "state[0]$_DFFE_PP1P_"
  cp_top_family: "flip-flops"
  critPathKind: "flip-flop to output port"
  crit_buf_inv: 1
  cp.required_ns: 0.96
  cpMaxStageDelayCell: "dfstp_2"
  regToRegEndpoint: "aout$_DFFE_PP_"
  path_cells: "clkdlybuf4s15_1"
  worstPathMaxFanout: 2
  endpoint_kind: "output port"
  cp-endpoint: "state[0]"
  crit_cells: 1
finish:
  nFillCells: 409
  drive_above_1_share_pct: 33.3
  syn_to_final_growth_pct: 127
  final_util_pct: 8.57
  lay_top_cells: "inv_1 (3), clkbuf_4 (3), clkdlybuf4s50_1 (3), buf_4 (3), dlygate4sd2_1 (2)"
grt:
  grtUsageTotal_pct: 1.53
  grt_pass1_vias: 162
  grt_overflow: 0
  grt_max_degree: 4
  grt_pass1_wl_um: 703
  antenna_found_initial: 0
routing:
  insertedDiodeCount: 0
  vias: 127
  drcViolationCount: 0
  dr.pass1.iters: 3
  dr.first_iter.drc_count: 8
  ant_nets: 0
  viasPerCell: 1.81
  wl_per_cell_um: 6.27
  drt-total-wl_um: 439
pwr:
  leakage_nw: 0.115
  vdd_drop_max_mv: 0.141
  powerDensity_nw_per_um2: 1140
  fin_total_pwr_mw: 0.334
synth:
  netlist-cell-type-count: 9
  numSynthFlops: 3
  synth_cells: 11
  avgSynthCellArea_um2: 11.7
  yosys-stat-cells: 11
  ys_warn_count: 1
  ys_seq_share_pct: 63.1
  yosys_area_um2: 129
  synthesis.area_um2: 129
die:
  die_y_um: 80
  ios: 7
  chipArea_um2: 6400
  fp_util_pct: 3.77
  core_area_um2: 3420
  placementRows: 21
  die_w_um: 80
cts:
  ctsHoldBuffers: 0
  ctsRootBufferMaster: "clkbuf_4"
  clock_sinks: 3
  cts_tree: "yes"
  clock_latency_ns: 0.23
  cts.path.max_buffers: 2
  clkSlewWorstSetupHoldPaths_ns: 0.04
  cts_buffers: 3
  htreeDepth: 1
worst_hold_path:
  min_path_type: "primary input to asynchronous set/reset pin"
flow_run:
  drv_cap: 0
  warnings: 25
==> how the worst min path moves through the flow <==
stage,end,slack (ns)
global route,state[1]$_DFFE_PP0P_,0.23
finish,state[1]$_DFFE_PP0P_,0.23
CTS,state[1]$_DFFE_PP0P_,0.22
==> report_power, final <==
part,internal [mW],leakage [nW],total (mW),switching [mW]
registers,0.115,0.0304,0.117,0.00274
logic,0.0270,0.0696,0.0418,0.0147
clock network,0.124,0.0150,0.174,0.0500
total,0.266,0.115,0.334,0.0675
==> through the flow <==
step / cell area [µm²] / setup WS, ns / instances
CTS: 293 / 0.0235 / 70
floorplan: 129 / 0.211 / 11
finish: 293 / 0.0392 / 70
detailed placement: 262 / -0.100 / 65
global route: 293 / 0.0132 / 70
global placement: 262 / -0.0645 / 65
==> flip-flops by register name, indices dropped and copies added (netlist names) <==
signal  cells
aout        1
state       2
==> worst register-to-register path, cell delays in order (launching register included) <==
cell and delay [ns]:
dfstp_2 0.52, buf_4 0.10, nor2_1 0.04, nor4_2 0.15
==> layer usage <==
| layer | track usage (%) | vias to the layer above | share of wire (%) |
|---|---|---|---|
| li1 | - | 62 | - |
| met5 | 0 | - | 0 |
| met1 | 1.33 | 57 | 34 |
| met4 | 0.704 | 0 | 0 |
| met3 | 2.50 | 0 | 30 |
| met2 | 1.61 | 8 | 36 |
==> area by class of cell <==
| type | instances | area, µm² | share of cell area [%] |
|---|---|---|---|
| Sequential cell | 3 | 81.3 | 27.8 |
| Timing Repair Buffer | 9 | 80.1 | 27.4 |
| Tap cell | 46 | 57.6 | 19.7 |
| Multi-Input combinational cell | 5 | 36.3 | 12.4 |
| Clock buffer | 4 | 26.3 | 8.97 |
| Inverter | 3 | 11.3 | 3.85 |
==> cells in the mapped netlist (all sizes together) <==
library cell	number	area [µm²]
dfrtp	1	25.0
nor4	1	12.5
inv	3	11.3
dfstp	1	26.3
a21o	1	7.51
edfxtp	1	30.0
o21ai	1	5.00
a21boi	1	7.51
nor2	1	3.75
==> logic make-up after synthesis <==
kind of cell / after synthesis / share of synthesized area, %
AND/OR/NAND/NOR: 2 / 12.6
AND-OR/OR-AND: 3 / 15.5
flip-flops: 3 / 63.1
buffers and inverters: 3 / 8.74
==> timing repair <==
item,in CTS,in global routing
endpoints found under the setup margin,3,0
resized,4,0
setup buffers,1,0
Power and IR drop assume default switching activity.
