<file path="flow/config.mk">
export PLATFORM = sky130hd
export DESIGN_NAME = FINALBOSS
export DESIGN_NICKNAME = FINALBOSS
export VERILOG_FILES = /design/flow/design.v
export SDC_FILE = /design/flow/constraint.sdc
export NUM_CORES = 4
export LEC_CHECK = 1
export CORE_AREA = 10 10 70 70
export DIE_AREA = 0 0 80 80
</file>
<file path="flow/constraint.sdc">
current_design FINALBOSS

set clk_period 1.2
set clk_io_pct 0.2

create_clock -name clk0 -period $clk_period [get_ports {CLK}]

set non_clock_inputs [all_inputs -no_clocks]
set_input_delay [expr $clk_period * $clk_io_pct] -clock clk0 $non_clock_inputs
set_output_delay [expr $clk_period * $clk_io_pct] -clock clk0 [all_outputs]
</file>
<file path="flow/design.v">
`timescale 1ns / 1ps
module DFF(D, CLK, reset, Q);
    input D;
    input CLK;
    input reset;
    output Q;
    wire in;
    wire Q;
    assign in = D^Q;
    TFF T(in, CLK, reset, Q);
endmodule
`timescale 1ns / 1ps
module FINALBOSS(X, Y, Z, S0, S1, CLK, RESET, T);
    input X, Y, Z, S0, S1;
    input CLK, RESET;
    output reg T;
    wire D, Tf, J, K;
    wire Qd, Qt, Qjk;
       assign D = ((~Qd ^ X) + ( X & Qd));
       assign Tf = ~(Qd & Y) & Qt;
       assign J = ~(Qd & Y) & Qt;
       assign K = ~( (Y ^ Z) & (Y ^ Z) );
    always@ (S0, S1)
    begin 
        case ({S0, S1})
            2'b00: T <= Qd;
            2'b01: T <= (((Qt) ^ (Qjk)) ^ Qt);
            2'b10: T <= ~(Qjk & Qjk); 
            2'b11: T <= 0;
        endcase
    end
    DFF dff(D, CLK, RESET, Qd);
    TFF tff(Tf, CLK, RESET, Qt);
    JKFFsync jkff(J, K, CLK, RESET, Qjk);
endmodule
`timescale 1ns / 1ps
module JKFFsync(J,K, CLK, RESET, Q);
    input J,K;
    reg D = 0;
    input CLK;
    input RESET;
    output Q;
    wire Q;
always@(J,K)
begin
    case({J,K})
    2'b00: D <= Q;
    2'b01: D <= 0;
    2'b10: D <= 1;
    2'b11: D <= ~Q;
    endcase
end
    DFF tf(D, CLK, RESET, Q);
endmodule
`timescale 1ns / 1ps
module TFF(input T, input clk, input reset_n, output reg Q);
    always@(posedge clk)
    if(reset_n)begin
        Q <= 0;
    end
    else begin
        case(T) 
            1'b0: begin
                Q <= Q;
            end
            1'b1: begin
                Q <= ~Q;
            end
        endcase
    end
endmodule
</file>
<file path="flow/run.sh">
#!/bin/bash
# OpenROAD 26Q1-2900-gdf79404cd8, Yosys 0.63+post, stock flow scripts
make -C /OpenROAD-flow-scripts/flow DESIGN_CONFIG=/design/flow/config.mk WORK_HOME=/design/flow/orfs finish
</file>
==> flow_metrics.tcl <==
# place-and-route summary
set metrics [dict create \
    yosys_area_um2 145 \
    antenna_cells 0 \
    critical_path_required_ns 0.96 \
    grt_overflow 0 \
    max_stage_delay_ns 0.31 \
    ys_sh_mux_pct 6.90 \
    tightestPinTransition_ns 0.187 \
    path_cells "o21bai_1 > mux2i_1 > buf_2" \
    grt_busiest_layer "met1" \
    die_area_um2 6400 \
    path_clk_slew_ns 0.04 \
    synth-compound-area-share_pct 21.6 \
    holdPathStages 2 \
    ys_cells 13 \
    grt_max_degree 5 \
    hold_path_end "jkff.tf.T.Q$_SDFFE_PP0P_" \
    peakVddDrop_mv 0.750 \
    finalMaxSlewViolations 0 \
    syn-cell-area_um2 145 \
    synth_cell_types 9 \
    worstPathArrival_ns 0.86 \
    status "finished, final reports clean" \
    drt_iter0_markers 2 \
    crit_path_max_fanout 3 \
    mostFrequentLayoutCell "clkdlybuf4s50_1" \
    grt_first_pass_wirelength_um 731 \
    dp.cells 68 \
    final_cell_mix "4 x clkdlybuf4s50_1, 3 x clkbuf_4" \
    rows 21 \
    path_class "flop to output pin" \
    h-tree-depth 1 \
    firstDrtPassIters 2 \
    drt-wirelength-per-cell_um 6.00 \
    maxCapViolCount 0 \
    rrSetupSlack_ns 0.31 \
    hold_path.startpoint "tff.Q$_SDFFE_PP0P_" \
    num_io_pins 8 \
    xor_share_pct 6.03 \
    gp_congestion 0.628 \
    min_period_ns 1.10 \
    worstSkewPairLatency_ns 0.23 \
    adder_share_pct 0 \
    start_kind "flop" \
    wirelength_um 432 \
    fmax_ghz 0.906 \
    grt_pass1_vias 162 \
    rr_endpoint "jkff.tf.T.Q$_SDFFE_PP0P_" \
    reg2reg_depth 3 \
    drive_gt1_share_pct 34.6 \
    synth-seq-area-share_pct 41.4 \
    initCoreUtil_pct 4.25 \
    avgViaCountPerCell 1.96 \
    fp.coreArea_um2 3420 \
    die_w_um 80 \
    met2_usage_pct 1.61 \
    p_leak_nw 0.110 \
    clockBufferDepth 2 \
    io_buffers 7 \
    yosys_warnings 3 \
    finalClockPeriodUsage_pct 91.9 \
    setup_viol 0 \
    root_buffer "clkbuf_4" \
    placedInstanceArea_um2 288 \
    num_vias 141 \
    fin_cells 72 \
    drtAntennaViolNets 0 \
    rsz0062_at_grt "true" \
    timing.final.hold_violations 0 \
    area_growth_pct 112 \
    cts_buffers 3 \
    warning_count 26 \
    grt_usage_pct 1.55 \
    crit_path_end_kind "output pin" \
    cts.sinks 3 \
    simple_gate_share_pct 24.1 \
    ys_ff 3 \
    antenna_found_initial 0 \
    r2r_start "dff.T.Q$_SDFFE_PP0P_" \
    min-delay-path-class "flop to flop" \
    power.density_nw_per_um2 1040 \
    met1_usage_pct 1.93 \
    drc_errors 0 \
    crit_slowest_cell "dfxtp_2" \
    nFillCells 421 \
    final_area_um2 308 \
    finalClockSkew_ns 0.00170 \
    top_logic_kind "simple AND/OR/NAND/NOR gates" \
    die_y_um 80 \
    hold_buffers 0 \
    synthCells 13 \
    met3_usage_pct 1.82 \
    postSynthAreaPerCell_um2 11.2 \
    slew_headroom_pct 87.6 \
    cts_tree "built" \
]
==> what timing repair did <==
action                                  in CTS  in global routing
gates cloned                                 0                  0
pin swaps                                    0                  1
endpoints found under the setup margin       1                  1
buffers inserted                             0                  0
gates resized                                5                  1
==> worst max-delay path by stage <==
stage | start | end | slack, ns | cells past startpoint
after CTS | dff.T.Q$_SDFFE_PP0P_ | T | 0.05 | 3
after global routing | dff.T.Q$_SDFFE_PP0P_ | T | -0.006 | 3
final | dff.T.Q$_SDFFE_PP0P_ | T | 0.1 | 3
==> cells in the mapped netlist, drive strengths merged <==
master	n	area, µm²
dfxtp	3	60.1
nand2b	2	12.5
o21bai	2	15.0
and2	1	8.76
and3b	1	8.76
mux2i	1	10.0
nor3	1	5.00
o32ai	1	16.3
xnor2	1	8.76
==> through the flow <==
stage / hold WS [ns] / TNS (ns) / worst slack, ns / power [mW] / util (%)
floorplan: 0.311 / 0 / 0.460 / 0.117 / -
global placement: 0.485 / -0.469 / -0.469 / 0.148 / 8.42
detailed placement: 0.491 / -0.465 / -0.465 / 0.148 / 8.42
CTS: 0.501 / 0 / 0.0510 / 0.333 / 8.97
global route: 0.521 / -0.00608 / -0.00608 / 0.355 / 9.01
finish: 0.497 / 0 / 0.0968 / 0.322 / 9.01
==> registers in the layout (all words and copies together) (netlist names) <==
name         flops
jkff.tf.T.Q      1
dff.T.Q          1
tff.Q            1
==> critical path, delay by kind of cell (launching register included) <==
kind | cells | cell delay, ns
multiplexers | 1 | 0.08
buffers and inverters | 1 | 0.11
flip-flops | 1 | 0.31
AND-OR/OR-AND | 1 | 0.13
==> power breakdown <==
group	switching, mW	internal (mW)
Combinational	0.0111	0.0271
Sequential	0.00133	0.103
Clock	0.0546	0.125
==> logic make-up (layout without fill, tap and decap cells) <==
family                 count (synthesis)  count (layout)
flip-flops                             3               3
multiplexers                           1               1
AND-OR/OR-AND                          3               3
AND/OR/NAND/NOR                        5               5
XOR/XNOR                               1               1
buffers and inverters                  0              13
==> area by class of cell <==
class                   instances  area (µm²)  share of cell area [%]
multi-input cells              10        85.1                    27.6
repair buffers                  9        77.6                    25.2
flip-flops and latches          3        61.3                    19.9
well taps                      46        57.6                    18.7
clock buffers                   4        26.3                    8.54
==> metal layers <==
layer	wire length [µm]	vias to the layer above
met4	0	0
met3	61	0
met1	228	58
met2	141	10
met5	0	-
li1	-	73
Power and IR drop assume default switching activity.
