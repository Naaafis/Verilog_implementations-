--- flow/config.mk ---
export PLATFORM = sky130hd
export DESIGN_NAME = Fib
export DESIGN_NICKNAME = Fib
export VERILOG_FILES = /design/flow/design.v
export SDC_FILE = /design/flow/constraint.sdc
export NUM_CORES = 4
export LEC_CHECK = 1
export CORE_AREA = 10 10 70 70
export DIE_AREA = 0 0 80 80
--- flow/constraint.sdc ---
current_design Fib

set clk_period 2.1
set clk_io_pct 0.2

create_clock -name clk0 -period $clk_period [get_ports {clock}]

set non_clock_inputs [all_inputs -no_clocks]
set_input_delay [expr $clk_period * $clk_io_pct] -clock clk0 $non_clock_inputs
set_output_delay [expr $clk_period * $clk_io_pct] -clock clk0 [all_outputs]
--- flow/design.v ---
`timescale 1ns / 1ps
module Fib(clock, reset, aout, state);  
    input clock, reset;
    output reg [5:0] aout;
    output reg [3:0] state;
    always @(posedge clock or posedge reset)
    begin
       if (reset == 1'b1)
       begin
            state <= 4'b0000;
       end
       else
       begin
            case(state)
                4'b0000:
                    begin
                    aout <= 6'b000000;  
                    state <= 4'b0001;  
                    end
                4'b0001:
                    begin
                    aout <= 6'b000001;  
                    state <= 4'b0010;  
                    end
                4'b0010:
                    begin
                    aout <= 6'b000001;  
                    state <= 4'b0011;  
                    end
                4'b0011:
                    begin
                    aout <= 6'b000010;  
                    state <= 4'b0100;  
                    end
                4'b0100:
                    begin
                    aout <= 6'b000011;  
                    state <= 4'b0101;  
                    end
                4'b0101:
                    begin
                    aout <= 6'b000101;  
                    state <= 4'b0110;  
                    end
                4'b0110:
                    begin
                    aout <= 6'b001000;  
                    state <= 4'b0111;  
                    end
                4'b0111:
                    begin
                    aout <= 6'b001101;  
                    state <= 4'b1000;  
                    end
                4'b1000:
                    begin
                    aout <= 6'b010101;  
                    state <= 4'b1001;  
                    end            
                4'b1001:
                    begin
                    aout <= 6'b100010;  
                    state <= 4'b0000;  
                    end            
            endcase         
       end      
    end    
endmodule
--- flow/run.sh ---
#!/bin/bash
# OpenROAD 26Q1-2900-gdf79404cd8, Yosys 0.63+post, stock flow scripts
make -C /OpenROAD-flow-scripts/flow DESIGN_CONFIG=/design/flow/config.mk WORK_HOME=/design/flow/orfs finish
==> out/summary.txt <==
Initial DRT Pass Iterations: 4
Per-cell routed wire length: 8.81 um
Die width: 80 um
Yosys stat cell total: 40
Worst path cell trace: clkdlybuf4s50_1
Element type at the critical path start: register
WS Path Type: register to output port
Chip Area, Yosys: 483 sq um
Aoi share: 10.1%
# DRC: 0
Setup TNS: 0 ns
Num CTS Buffers: 3
Peak supply drop: 121 uV
Endpoints failing hold: 0
Root Driver: clkbuf_4
CP peak stage delay: 0.55 ns
Comb pwr share: 3.4%
Number of post-CTS setup repair buffers: 0
Antenna-violating nets left: 0
Status: completed
Routed wire length: 863 um
Syn_area_per_cell: 12.1 sq um
Crit path DAT: 1.34 ns
Pwr dens: 544 mW/mm^2
Worst Clk Skew: 0.00165 ns
Worst-path clk slew: 0.06 ns
RSZ-0062 raised after global routing: false
Worst Path Buf+Inv: 1
Flop pwr share: 60.7%
Sw Ratio: 17.9%
Hold Crit Class: input port to asynchronous set/reset pin
CP max stage cell: dfrtp_1
Cell Type Count: 22
XORs/XNORs by Area: 5.44%
Fin area: 644 sq um
Final Cycle Share: 84.0%
CTS tree: done
Largest net degree at the start of global routing: 13
Syn Std Cell Area: 483 sq um
I/O pin cnt: 12
Placed inst area: 618 sq um
Critical path's top delay family: flip-flops
Slew HR: 76.7%
Minimum clock period: 1.76 ns
Area grow syn2layout: 33.4%
# setup viols final: 0
GRT Util Overall: 2.72%
Log Warnings: 25
Worst-margin pin slew: 0.350 ns
Clock power share: 35.9%
Die area: 0.00640 sq mm
Internal power: 0.000288 W
1st-iter DRT viols: 16
Final Util: 18.9%
Max Cap Viol: 0
And+or+nand+nor area frac: 18.1%
Synth logic family: simple AND/OR/NAND/NOR gates
Diodes inserted: 0
Post-cts resize count: 0
Required time worst endpoint: 1.68 ns
Ys flops: 10
Critical Path Fanout Max: 12
P_leak: 0.223 nW
Vias per cell: 3.15
FP Util: 14.1%
Dpl hpwl: 670 um
Post-CTS Hold Buffers: 0
Async S/R FF share, synth: 40.0%
Port bufs: 11
Layout cells sized above 1: 11.5%
Total core area: 0.00342 sq mm
Fin Hold WS: 0.350 ns
Reg-to-reg slack, setup: 0.52 ns
Net Switching: 0.0000628 W
Die Span Y: 80 um
Initial antenna violation count: 0
Clk ins delay skew pair: 0.25 ns
Vias in the first global route: 284
Worst setup EP type: output port
H-Tree Depth: 1
Synth warn: 1
Final total power: 0.000351 W
Gate count after technology mapping: 40
Max clock buf depth: 2
Maximum clock frequency: 567 MHz
Flip-flops with a built-in enable: 6
Routability cong.: 0.778
Vias: 309
Overflow after GRT: 0
First-pass GRT wire length: 1.37 mm
Multiplexer share: 0%
Row cnt: 21
Commonest flop: edfxtp_1
Clk sinks: 10
Synth Seq Share: 58.0%
Adder Area Share: 0%
Max-slew violations: 0
==> per-stage QoR <==
stage	setup WS, ns	instances
floorplan	0.693	40
global placement	0.490	94
detailed placement	0.478	94
CTS	0.324	98
global route	0.277	98
finish	0.336	98
==> placed cells by master (no fill, tap or decap), types with 2 or more instances in the layout <==
master and instances:
and2_1 2, a21oi_1 2, nor2_1 4, clkdlybuf4s50_1 11, xnor2_1 3, inv_1 2
o21ai_0 3, clkbuf_4 3, dfrtp_1 4, edfxtp_1 6
==> area by class of cell <==
class                           count  area (sq um)
Timing Repair Buffer               11           110
Tap cell                           46          57.6
Fill cell                         380          2770
Multi-Input combinational cell     25           163
Clock buffer                        3          22.5
Sequential cell                    10           280
Clock inverter                      1          3.75
Inverter                            2          7.51
==> layer usage <==
layer  GRT usage (%)  vias up  wire, um
met3            2.39        2       122
met2            3.77        8       354
li1                -      163         -
met1            3.03      136       368
met5               0        -         0
met4           0.704        0        18
==> state kept, by name, indices dropped and copies added (netlist names) <==
register / cells
aout: 6
state: 4
==> power groups by stage <==
stage                 Clock (W)  Combinational [W]  Sequential (W)
after global routing   0.000141          0.0000136        0.000213
after CTS              0.000132          0.0000125        0.000213
final                  0.000126          0.0000120        0.000213
==> kinds of logic after synthesis <==
logic type,Yosys count
and+or+nand+nor,14
DFF,10
AOI/OAI and AO/OA,8
buffers and inverters,5
xor gates and xnor gates,3
==> synth_stat cells, types with 2 or more instances <==
cell type | number | share of area (%)
edfxtp_1 | 6 | 37
nor2_1 | 4 | 3.1
xnor2_1 | 3 | 5.4
inv_1 | 2 | 1.6
o21ai_0 | 3 | 3.1
a21oi_1 | 2 | 2.1
and2_1 | 2 | 2.6
dfrtp_1 | 4 | 21
==> final timing paths <==
check,startpoint,endpoint,cells past startpoint
setup reg to reg,state[3]$_DFFE_PP0P_,aout[0]$_DFFE_PP_,3
setup / recovery,state[1]$_DFFE_PP0P_,state[1],1
hold reg to reg,state[2]$_DFFE_PP0P_,state[2]$_DFFE_PP0P_,1
max in group asynchronous,reset,state[3]$_DFFE_PP0P_,2
hold / removal,reset,state[0]$_DFFE_PP0P_,2
min in group clk0,state[2]$_DFFE_PP0P_,state[2]$_DFFE_PP0P_,1
Power is estimated from default activity; no workload was simulated.
